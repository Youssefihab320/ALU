[flow/constraint.sdc]
current_design mult

set clk_period 4.5
set clk_io_pct 0.2

create_clock -name clk0 -period $clk_period

set non_clock_inputs [all_inputs -no_clocks]
set_input_delay [expr $clk_period * $clk_io_pct] -clock clk0 $non_clock_inputs
set_output_delay [expr $clk_period * $clk_io_pct] -clock clk0 [all_outputs]
[flow/config.mk]
export PLATFORM = sky130hd
export DESIGN_NAME = mult
export DESIGN_NICKNAME = mult
export VERILOG_FILES = /design/flow/design.v
export SDC_FILE = /design/flow/constraint.sdc
export NUM_CORES = 4
export LEC_CHECK = 1
export CORE_AREA = 10 10 70 70
export DIE_AREA = 0 0 80 80
[flow/run.sh]
#!/bin/bash
# OpenROAD 26Q1-2900-gdf79404cd8, Yosys 0.63+post, stock flow scripts
make -C /OpenROAD-flow-scripts/flow DESIGN_CONFIG=/design/flow/config.mk WORK_HOME=/design/flow/orfs finish
[flow/design.v]
module four_bit_ripple(input [3:0]In1,In2 ,input Cin, output Cout, output [3:0]Sum);
wire C1,C2,C3;
wire [3:0]In3;
assign In3 = {4{Cin}} ^ In2;
full_adder FA1 (In1[0],In3[0],Cin,Sum[0],C1);
full_adder FA2 (In1[1],In3[1],C1,Sum[1],C2);
full_adder FA3 (In1[2],In3[2],C2,Sum[2],C3);
full_adder FA4 (In1[3],In3[3],C3,Sum[3],Cout);
endmodule
module full_adder (
    input A, B,Cin,
    output Sum, Cout
);
	wire t1,t2,t3;
	xor g1 (Sum,A,B,Cin);
	and g2(t1,A,B);
	and g3(t2,A,Cin);
	and g4(t3,B,Cin);
	or g5(Cout,t1,t2,t3);
endmodule
module mult(A,B,M);
input [3:0]A;
input [2:0]B;
output [6:0] M;
wire [3:0] t1,t2,t3,t4,t5;
wire Cout1,Cout2,Cout3;
assign Cout1= A[0]&B[0];
assign t3={1'b0,(A[3]&B[0]),(A[2]&B[0]),(A[1]&B[0])};
assign t4={(A[3]&B[1]),(A[2]&B[1]),(A[1]&B[1]),(A[0]&B[1])};
assign t1={(A[3]&B[2]),(A[2]&B[2]),(A[1]&B[2]),(A[0]&B[2])};
four_bit_ripple A1(t3,t4,0,Cout2,t2);
four_bit_ripple A2(t1,{Cout2,t2[3:1]},1'b0,Cout3,t5);
assign M = {Cout3,t5,t2[0],Cout1};
endmodule
==> results.yml <==
# implementation run metrics
detailed_routing:
  vias: 221
  final_antenna_net_count: 0
  route.detailed.drc: 0
  detail_routed_via_count_per_cell: 2.51
  num_antenna_cells: 0
  wire_per_inst_um: 7.16
  drt-initial-drc-count: 3
  postRouteWirelength_um: 630
  detailedRoute.firstPassIterationCount: 2
status:
  run_status: "finished, final reports clean"
synth:
  ys_sh_mux: 0
  compound_area_frac: 0
  synth-xor-area-share: 0
  synth.top_cell.area_share: 0.352
  count_of_mapped_cells_out_of_synthesis: 34
  ys_seq_share: 0
  synth_warnings: 1
  adder_share: 0.485
  synthTopLogicFamily: "adder cells"
  syn_area_um2: 284
  synth_cell_type_count: 6
  topCellsByArea: "sky130_fd_sc_hd__fa_1, sky130_fd_sc_hd__and2_1, sky130_fd_sc_hd__buf_4"
  synth.yosys.num_cells: 34
  synth.largest_area_cell: "sky130_fd_sc_hd__fa_1"
  yosysChipArea_um2: 284
  synthesis.area_per_instance_um2: 8.35
  yosys.area_share.simple: 0.238
placed_design:
  io_buffers: 14
  globalplace.congestion: 0.768
  place.detailed.hpwl_um: 617
  postPlaceCellArea_um2: 437
worst_setup_path:
  critical_path.cell_chain: "clkdlybuf4s15_2 -> and2_4 -> ha_1 -> inv_1 -> fa_2 -> inv_2 -> fa_1 -> fa_2 -> fa_2 -> inv_2 -> fa_2 -> inv_2 -> buf_2"
  startpoint_type: "input port"
  critical_path.top_delay_family: "adder cells"
  timing.critical_path.required_ps: 3600
  path_class: "in -> out"
  crit_path_frequent_cell: "sky130_fd_sc_hd__fa_2"
  slowest_delay_ps: 430
  arrival_ps: 3520
  worst_path_max_delay_cell: "sky130_fd_sc_hd__fa_1"
  critPathMaxFanout: 3
  timing.critical_path.to_type: "output port"
  critPathBufInv: 6
cells_and_area:
  final_util: 0.126
  layout.area.comb_um2: 220
  nClkBuffers: 0
  flow.area_growth_from_synthesis_pct: 51.1
  nFlopsAndLatches: 0
  design_area_um2: 429
  drive_above_1_share: 0.357
  final-seq-area_um2: 0
  fillers: 397
final_timing:
  final-max-slew-violation-count: 0
  final_hold_viol_count: 0
  timing.fmax_mhz: 226
  min_period_over_period: 0.983
  fin_crit_ps: 4420
  maxSlewHeadroom: 0.910
  final-setup-viol-count: 0
  unrepaired_setup_endpoints_after_global_routing: "no"
  worstMarginPinSlew_ps: 135
floorplan:
  dieArea_um2: 6400
  fp_util: 0.0832
  die_w_um: 80
  rows: 21
  die_h_um: 80
  core_um2: 3420
  io_pins: 14
power:
  power.ir.vdd_worst_uv: 9.85
  leakage_nw: 0.197
  power_density_nw_per_um2: 88.1
worst_hold_path:
  worst_hold_depth: 3
  timing.hold.worst_endpoint: "M[0]"
  hp-class: "in -> out"
  timing.hold.worst.start: "A[0]"
global_route:
  grt_max_degree: 5
  gr-total-overflow: 0
  grt_usage: 0.0190
  grt_pass1_vias: 226
  grt_antenna_before_repair: 0
  global_route_wire_length_before_repair_um: 1030
job:
  count_of_tool_warnings: 32
  drv.max_cap_violation_count: 0
cts:
  post-cts-setup-buffer-count: 0
  cts_hold_buffers: 0
[worst min-delay path, delay by kind of cell]
kind | cells | cell delay, ps
and+or+nand+nor | 1 | 150
buffers and inverters | 2 | 580
[timing repair]
item / 4_1_cts / 5_1_grt
gates resized: 29 / 1
gates cloned: 0 / 0
setup endpoints to repair: 3 / 1
pin swaps: 5 / 4
[area by class of cell]
type | instances | share of cell area
Tap cell | 46 | 0.134
Timing Repair Buffer | 15 | 0.292
Multi-Input combinational cell | 20 | 0.513
Inverter | 7 | 0.0612
[where the power goes]
| part | internal (mW) | leakage [nW] | total, mW | switching, mW |
|---|---|---|---|---|
| sequential | 0 | 0 | 0 | 0 |
| clock | 0 | 0 | 0 | 0 |
| combinational | 0.0246 | 0.197 | 0.0378 | 0.0132 |
[cell families (layout without fill, tap and decap cells)]
family,count (synthesis),after routing
buf+inv,14,22
simple gates,12,12
fa+ha+maj,8,8
[cell usage after synthesis]
cell and n:
sky130_fd_sc_hd__and2_1 9, sky130_fd_sc_hd__buf_4 7, sky130_fd_sc_hd__fa_1 5, sky130_fd_sc_hd__ha_1 3, sky130_fd_sc_hd__inv_1 7, sky130_fd_sc_hd__nand2_1 3
[how the worst max path moves through the flow]
stage / from / to / cells after the start
after CTS: A[0] / M[5] / 13
after global routing: A[0] / M[5] / 13
final: A[0] / M[5] / 13
[cell usage in the layout, fill, tap and decap left out]
master	n
sky130_fd_sc_hd__fa_1	1
sky130_fd_sc_hd__buf_2	4
sky130_fd_sc_hd__inv_2	3
sky130_fd_sc_hd__and2_4	2
sky130_fd_sc_hd__dlygate4sd2_1	3
sky130_fd_sc_hd__buf_4	1
sky130_fd_sc_hd__nand2_1	3
sky130_fd_sc_hd__ha_1	3
sky130_fd_sc_hd__inv_1	4
sky130_fd_sc_hd__clkdlybuf4s15_2	1
sky130_fd_sc_hd__and2_1	7
sky130_fd_sc_hd__clkdlybuf4s50_1	6
sky130_fd_sc_hd__fa_2	4
[stage by stage]
stage          total power, mW  instances  setup slack, ps  TNS [ps]  hold slack, ps
6_report                0.0378         88             77.2         0            2540
4_1_cts                 0.0389         88             30.3         0            2550
3_5_place_dp            0.0419         88             -797     -1660            2800
2_1_floorplan           0.0242         34              228         0            1980
3_3_place_gp            0.0417         88             -777     -1610            2820
5_1_grt                 0.0437         88             6.03         0            2580
[metal layers]
layer / part of all wire / track usage / up-vias
met5: 0 / 0 / -
met4: 0 / 0 / 0
met3: 0.071 / 0.00227 / 0
met2: 0.57 / 0.0369 / 5
met1: 0.36 / 0.0228 / 109
li1: - / - / 107
No activity file was given, so power comes from the tool's default toggle rates.
