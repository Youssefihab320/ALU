==> ./design.v <==
module comparator (input [3:0] A,B, output [1:0]O);
wire G,L,E;
assign E = ~(A[3] ^ B[3]) &
			  ~(A[2] ^ B[2]) &
			  ~(A[1] ^ B[1]) &
			  ~(A[0] ^ B[0]);
assign G = (A[3] & ~B[3]) |
			  ((A[2] & ~B[2]) & ~(A[3] ^ B[3])) |
			  ((A[1] & ~B[1]) & ~(A[3] ^ B[3]) & ~(A[2] ^ B[2])) |
			  ((A[0] & ~B[0]) & ~(A[3] ^ B[3]) & ~(A[2] ^ B[2]) & ~(A[1] ^ B[1]));
assign L = ~G & ~E;
assign O={G , L};
endmodule
==> ./run.sh <==
#!/bin/bash
# OpenROAD 26Q1-2900-gdf79404cd8, Yosys 0.63+post, stock flow scripts
make -C /OpenROAD-flow-scripts/flow DESIGN_CONFIG=/design/flow/config.mk WORK_HOME=/design/flow/orfs finish
==> ./config.mk <==
export PLATFORM = sky130hd
export DESIGN_NAME = comparator
export DESIGN_NICKNAME = comparator
export VERILOG_FILES = /design/flow/design.v
export SDC_FILE = /design/flow/constraint.sdc
export NUM_CORES = 4
export LEC_CHECK = 1
export CORE_AREA = 10 10 70 70
export DIE_AREA = 0 0 80 80
==> ./constraint.sdc <==
current_design comparator

set clk_period 1.5
set clk_io_pct 0.2

create_clock -name clk0 -period $clk_period

set non_clock_inputs [all_inputs -no_clocks]
set_input_delay [expr $clk_period * $clk_io_pct] -clock clk0 $non_clock_inputs
set_output_delay [expr $clk_period * $clk_io_pct] -clock clk0 [all_outputs]
==> flow_results.xml <==
<?xml version="1.0" encoding="UTF-8"?>
<metrics>
  <group name="run">
    <metric name="drv.max_cap_violation_count" unit="">0</metric>
    <metric name="number_of_openroad_warnings" unit="">32</metric>
  </group>
  <group name="detailed_routing">
    <metric name="ant_nets" unit="">0</metric>
    <metric name="drcViolationCount" unit="">0</metric>
    <metric name="route.detailed.wl_per_inst" unit="um">7.043</metric>
    <metric name="route.final.wire_length" unit="um">493</metric>
    <metric name="drt-vias-per-instance" unit="">2.100</metric>
    <metric name="dr_total_vias" unit="">147</metric>
    <metric name="drt_pre_antenna_iters" unit="">1</metric>
    <metric name="detailedRoute.firstIterationViolations" unit="">0</metric>
    <metric name="insertedDiodeCount" unit="">0</metric>
  </group>
  <group name="critical_path">
    <metric name="setup.worst_path.end_class" unit="">output port</metric>
    <metric name="critical_path_class" unit="">input pin to output port</metric>
    <metric name="startpoint_type" unit="">input pin</metric>
    <metric name="crit_path_required_time" unit="ns">1.20</metric>
    <metric name="timing.critical_path.fanout_max" unit="">4</metric>
    <metric name="worstPathArrival" unit="ns">1.09</metric>
  </group>
  <group name="placement">
    <metric name="port_buffers" unit="">10</metric>
    <metric name="gp_congestion" unit="">0.6813</metric>
    <metric name="place_ws" unit="ns">-0.7268</metric>
    <metric name="detailedPlacementHpwl" unit="um">396.4</metric>
    <metric name="place_inst" unit="">70</metric>
  </group>
  <group name="final_timing">
    <metric name="setup-violations-final" unit="">0</metric>
    <metric name="post-route-worst-setup-slack" unit="ns">0.1095</metric>
    <metric name="final_critical_path_share_of_the_clock_period" unit="%">92.70</metric>
    <metric name="final.min_clock_period" unit="ns">1.390</metric>
    <metric name="max_freq" unit="GHz">0.7192</metric>
    <metric name="setup_tns" unit="ns">0</metric>
    <metric name="worst_slew_pin_slew" unit="ns">0.1351</metric>
    <metric name="max-slew-margin-rel" unit="%">90.99</metric>
    <metric name="report.final.hold_viol_count" unit="">0</metric>
    <metric name="grt_setup_unrepaired" unit="">no</metric>
    <metric name="maxSlewViolCount" unit="">0</metric>
  </group>
  <group name="global_route">
    <metric name="globalRouteOverflowTotal" unit="">0</metric>
    <metric name="grt_max_degree" unit="">5</metric>
    <metric name="via_count_of_the_first_global_routing_pass" unit="">168</metric>
    <metric name="first_pass_grt_wire_length" unit="um">793</metric>
    <metric name="grt_use_total" unit="%">1.524</metric>
    <metric name="antenna_found_initial" unit="">0</metric>
  </group>
  <group name="power">
    <metric name="cellPowerDensity" unit="nW/um2">257.4</metric>
    <metric name="total_switching_power" unit="uW">31.03</metric>
    <metric name="worst_ir_drop_vdd" unit="uV">30.29</metric>
    <metric name="internal_power" unit="uW">42.72</metric>
    <metric name="seq_power_share" unit="%">0</metric>
    <metric name="power.switching_fraction" unit="%">42.08</metric>
    <metric name="clockPowerShare" unit="%">0</metric>
    <metric name="total_power" unit="uW">73.76</metric>
    <metric name="comb_power_share" unit="%">100.0</metric>
    <metric name="p_leak" unit="nW">0.1037</metric>
  </group>
  <group name="finish">
    <metric name="synthToLayoutAreaGrowth" unit="%">146.2</metric>
    <metric name="post_layout_nonfiller_instances" unit="">70</metric>
    <metric name="num-clock-buffers" unit="">0</metric>
    <metric name="design.seq.count" unit="">0</metric>
    <metric name="filler_cell_count" unit="">403</metric>
    <metric name="sequential_cell_area" unit="um2">0</metric>
    <metric name="share_of_cells_above_drive_strength_1" unit="%">83.33</metric>
  </group>
  <group name="floorplan">
    <metric name="die_height" unit="um">80</metric>
    <metric name="chipWidth" unit="um">80</metric>
    <metric name="row_count" unit="">21</metric>
    <metric name="placeableCoreArea" unit="um2">3416</metric>
    <metric name="chip_area" unit="um2">6400</metric>
    <metric name="io_pins" unit="">10</metric>
    <metric name="initial_core_util" unit="%">3.407</metric>
  </group>
  <group name="outcome">
    <metric name="status" unit="">finished clean</metric>
  </group>
  <group name="synth">
    <metric name="syn-instance-count" unit="">16</metric>
    <metric name="ys_area" unit="um2">116.4</metric>
    <metric name="cells_yosys" unit="">16</metric>
    <metric name="postSynthAreaPerCell" unit="um2">7.273</metric>
    <metric name="synthDistinctLibCells" unit="">8</metric>
    <metric name="synth_seq_share" unit="%">0</metric>
    <metric name="synth.cell_area" unit="um2">116.4</metric>
    <metric name="ys_warn_count" unit="">0</metric>
  </group>
  <group name="min_path">
    <metric name="min_delay_worst_endpoint" unit="">O[1]</metric>
    <metric name="worstHoldPathCells" unit="">5</metric>
    <metric name="worst_hold_path_type" unit="">input pin to output port</metric>
    <metric name="worstHoldStart" unit="">A[3]</metric>
  </group>
  <group name="cts">
    <metric name="cts_hold_buffers_added" unit="">0</metric>
    <metric name="cts_setup_buffers" unit="">0</metric>
  </group>
</metrics>
## placed cells by master (no fill, tap or decap)
master and instances:
sky130_fd_sc_hd__nand3_2 1, sky130_fd_sc_hd__o2111ai_2 1, sky130_fd_sc_hd__ha_4 4, sky130_fd_sc_hd__buf_2 2, sky130_fd_sc_hd__nand3_1 1, sky130_fd_sc_hd__clkdlybuf4s15_1 1, sky130_fd_sc_hd__nand4_1 1, sky130_fd_sc_hd__clkbuf_2 7
sky130_fd_sc_hd__and3_1 1, sky130_fd_sc_hd__inv_2 4, sky130_fd_sc_hd__a21oi_4 1
## cells in the mapped netlist (all sizes together)
cell type	instances	area (um2)
o2111ai	1	8.760
nand3	2	10.01
inv	4	15.01
buf	2	15.01
a21oi	1	5.000
ha	4	50.05
and3	1	6.260
nand4	1	6.260
## metrics by stage
stage	hold WS, ns	area [um2]	utilization, %
finish	1.105	286.5	8.388
global route	1.159	286.5	8.388
CTS	1.195	316.6	9.267
detailed placement	1.774	259.0	7.582
global placement	1.771	259.0	7.582
floorplan	0.9075	116.4	-
## repair_timing
item                                   in CTS  in global routing
pin swaps                                   7                  4
setup endpoints to repair                   2                  2
endpoints found under the hold margin       0                  0
resized                                    31                 12
## per-layer routing
metal | track usage, % | wire length (um) | up-vias
met2 | 2.889 | 230 | 6
met5 | 0 | 0 | -
met1 | 1.384 | 169 | 68
met4 | 0 | 0 | 0
met3 | 1.023 | 92 | 0
li1 | - | - | 73
## kinds of logic after synthesis
kind of cell    after synthesis  synth area share, %
compound gates                2                11.83
fa+ha+maj                     4                43.01
buf+inv                       6                25.80
simple gates                  4                19.36
## worst max-delay path, cell delays in order
cell	delay, ns
sky130_fd_sc_hd__buf_2	0.09
sky130_fd_sc_hd__inv_2	0.04
sky130_fd_sc_hd__ha_4	0.29
sky130_fd_sc_hd__o2111ai_2	0.09
sky130_fd_sc_hd__and3_1	0.18
sky130_fd_sc_hd__buf_2	0.10
## final cells by class
| class | count | area, um2 | area share (%) |
|---|---|---|---|
| Inverter | 4 | 15.01 | 5.240 |
| Tap cell | 46 | 57.56 | 20.09 |
| Timing Repair Buffer | 10 | 55.05 | 19.21 |
| Multi-Input combinational cell | 10 | 158.9 | 55.46 |
## worst max path at each step
stage / from / slack [ns] / endpoint
CTS: A[0] / 0.005 / O[0]
global route: B[3] / 0.03 / O[0]
finish: B[3] / 0.11 / O[0]
## power groups by stage
stage,logic [mW],clock network [mW],registers (mW)
CTS,0.0723,0,0
global route,0.0842,0,0
finish,0.0738,0,0
Power is estimated from default activity; no workload was simulated.
