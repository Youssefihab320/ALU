File: ./constraint.sdc
current_design alu_4bit

set clk_period 4.2
set clk_io_pct 0.2

create_clock -name clk0 -period $clk_period

set non_clock_inputs [all_inputs -no_clocks]
set_input_delay [expr $clk_period * $clk_io_pct] -clock clk0 $non_clock_inputs
set_output_delay [expr $clk_period * $clk_io_pct] -clock clk0 [all_outputs]
File: ./run.sh
#!/bin/bash
# OpenROAD 26Q1-2900-gdf79404cd8, Yosys 0.63+post, stock flow scripts
make -C /OpenROAD-flow-scripts/flow DESIGN_CONFIG=/design/flow/config.mk WORK_HOME=/design/flow/orfs finish
File: ./design.v
module alu_4bit (
    input [3:0] A, B,
    input [3:0] S, 								 
    output [3:0] F
);
    wire [3:0] arith_out, logic_out;
    wire [3:0] temp;
    wire O;
    arithmetic_unit ARITH (A, B, S[1:0], arith_out);
    logic_unit LOGIC (A, B, S[1:0], logic_out);
    comparator_4bit COMP (A, B, S[1:0] , O);
    mux2x1_4bit MUX1 (logic_out, {4{O}}, S[2], temp);
	mux2x1_4bit MUX2 (arith_out, temp, S[3], F);
endmodule
module arithmetic_unit (
	input [3:0]A,B,
	input [1:0]S,				 
	output [3:0]result
);
wire [3:0]sum, sub, twoscomp, zero;				 
wire Cout;
assign zero = 4'b0000;
four_bit_ripple ADD (A,B,1'b0,Cout,sum);
four_bit_ripple SUB (A,B,1'b1,Cout,sub);
four_bit_ripple TC (~A,4'b0001,1'b0,Cout,twoscomp);
mux4x1_4bit MUX (sum,sub,zero,twoscomp,S,result);
endmodule
module comparator_4bit (input [3:0] A,B,input [1:0]sel, output O);
wire G,L,E;
assign E = ~(A[3] ^ B[3]) &
			  ~(A[2] ^ B[2]) &
			  ~(A[1] ^ B[1]) &
			  ~(A[0] ^ B[0]);
assign G = (A[3] & ~B[3]) |													
			  ((A[2] & ~B[2]) & ~(A[3] ^ B[3])) |
			  ((A[1] & ~B[1]) & ~(A[3] ^ B[3]) & ~(A[2] ^ B[2])) |
			  ((A[0] & ~B[0]) & ~(A[3] ^ B[3]) & ~(A[2] ^ B[2]) & ~(A[1] ^ B[1]));
assign L = ~G & ~E;
mux MUX (sel, G, L, E, 1'b0, O);
endmodule
module four_bit_ripple(input [3:0]In1,In2 ,input Cin, output Cout, output [3:0]Sum);
wire C1,C2,C3;
wire [3:0]In3;
assign In3 = {4{Cin}} ^ In2;
full_adder FA1 (In1[0],In3[0],Cin,Sum[0],C1);
full_adder FA2 (In1[1],In3[1],C1,Sum[1],C2);
full_adder FA3 (In1[2],In3[2],C2,Sum[2],C3);
full_adder FA4 (In1[3],In3[3],C3,Sum[3],Cout);
endmodule
module full_adder (
    input A, B,Cin,
    output Sum, Cout
);
	wire t1,t2,t3;
	xor g1 (Sum,A,B,Cin);
	and g2(t1,A,B);
	and g3(t2,A,Cin);
	and g4(t3,B,Cin);
	or g5(Cout,t1,t2,t3);
endmodule
module logic_unit (
input [3:0]A,B,
input [1:0]S,				 
output [3:0]result
);
wire [3:0]and_out,or_out,xor_out,ones_comp;
assign and_out = A & B;
assign or_out = A | B;
assign xor_out = A ^ B;
assign ones_comp = ~B;
mux4x1_4bit MUX (and_out,xor_out,or_out,ones_comp,S,result);
endmodule 
module mux (input [1:0]S, input A, B, C, D, output reg F);
always @(*)
begin
	case (S)
	2'b00 : F = A;
	2'b01 : F = B;
	2'b10 : F = C;
	2'b11 : F = D;
	default: F =0;
	endcase
end
endmodule
module mux2x1_4bit ( 
input [3:0]A,B,
input sel, 
output [3:0]Y 
);
assign Y = sel ? B : A;
endmodule
module mux4x1_4bit (
    input [3:0] A, B, C, D,
    input [1:0] sel,
    output [3:0] Y
);
    mux M0 (sel, A[0], B[0], C[0], D[0], Y[0]);
    mux M1 (sel, A[1], B[1], C[1], D[1], Y[1]);
    mux M2 (sel, A[2], B[2], C[2], D[2], Y[2]);
    mux M3 (sel, A[3], B[3], C[3], D[3], Y[3]);
endmodule
File: ./config.mk
export PLATFORM = sky130hd
export DESIGN_NAME = alu_4bit
export DESIGN_NICKNAME = alu_4bit
export VERILOG_FILES = /design/flow/design.v
export SDC_FILE = /design/flow/constraint.sdc
export NUM_CORES = 4
export LEC_CHECK = 1
export CORE_AREA = 10 10 83 83
export DIE_AREA = 0 0 93 93
==> Changelog: implementation <==
## Implementation

* Mapped Area at 699 sq um
* Hold path startpoint: S[3]
* Core box area at 0.00514 sq mm
* Switching part of the total at 43.1%
* DR WL/cell at 10.9 um
* Largest net degree at the start of global routing at 15
* Number of global-route vias before repair at between 600 and 700
* Critical path class: in2out
* Total GRT Usage at under 10%
* Area Overhead vs Synth at 56.5%
* First-pass GRT wire length at 3240 um
* Fillers at around 590
* Final setup viols at 0
* Setup ws final at 140 ps
* Fin cells at around 180
* Clkbuf count at 0
* Post-synth mux share at 17.9%
* Leakage at between 0.5 and 0.6 nW
* Cells after synthesis at between 70 and 80
* Post-synthesis compound-gate area fraction at 19.9%
* CP endpoint kind: output pin
* Worst VDD drop at 0.0236 mV
* CP startpoint kind: primary input
* Yosys chip area at 699 sq um
* Max frequency at 246 MHz
* Vias/cell at between 3 and 4
* Hold Vio Cnt, Final at 0
* Layout cells sized above 1 at between 20% and 30%
* Ports at 16
* PortBufs at 16
* FP Util at 13.6%
* Area leader, netlist: ha_1
* Most frequent cells in the layout: buf_4, inv_1, ha_1, clkdlybuf4s50_1
* Chip Height at just over 90 um
* DP HPWL at 1720 um
* Most used cell along the critical path: clkdlybuf4s50_1
* Avg Inst Size Synth at 8.85 sq um
* Crit-path cells: clkdlybuf4s50_1 > inv_1 > ha_1 > or4_4 > a211oi_4 > a211oi_1 > o21ai_1 > clkdlybuf4s50_1
* FFs & Latches at 0
* PwrDens at approximately 100 mW/mm^2
* Most used logic cell in the final layout: buf_4
* Die area at 0.00865 sq mm
* Max-cap violations at 0
* MI comb area at 646 sq um
* Syn. warnings at 1
* Dominant comb cell: adder cells
* Setup TNS at 0 ps
* Slew Limit Headroom at roughly 80%
* 1st-iter DRT viols at about 41
* Max incr delay on CP at 570 ps
* DRC at 0
* Hold-critical path depth at 4
* Adder share at 38.3%
* Post-Synth XOR/XNOR Area at 2.50%
* Tool warnings at slightly above 40
* Post-Place Cells at 179
* Max-area cell share at between 20% and 30%
* Type of the most critical hold path: in2out
* WHS Endpoint: F[2]
* Worst EP required at 3360 ps
* Drt first pass iters at 4
* Slowest CP cell: or4_4
* Via count at about 700
* DRT antenna net count at 0
* N_diodes at 0
* Die X at 93 um
* Pins Over Slew Limit at 0
* Ys cells at 79
* Initial antenna violation count at 0
* Row count at 26
* Final Cell Area at 0.00109 sq mm
* Int Pwr at 0.0000608 W
* Worst Max-Slew Pin Slew at 320 ps
* Period utilisation layout at 96.7%
* Min cycle time layout at 4060 ps
* Largest fanout on the critical path at 2
* Sw Pwr at 0.0000461 W
* DP Area at between 0.001 and 0.0015 sq mm
* Min Hold Slack at between 2000 and 3000 ps
* Register area at 0 sq um
* RSZ-0062 raised after global routing: no
* Reg power frac at 0%
* Worst slack, placed at -111 ps
* Yosys cell types at 30
* Top cells, area: ha_1, fa_1, mux4_2, inv_1, mux4_1
* GRT Residual Overflow at 0
* Combinational cell fraction of total power at 100.0%
* Drt total wl at just under 2000 um
* Status: complete, no violations
* Post-synth seq share at 0%
* Final GP Congestion at ~0.9
* Clk pwr share at 0%
* Arrival @ worst endpoint at approximately 3200 ps
* Simple Share, Synth at between 10% and 20%
## per-stage QoR
| step | total power [W] | utilization, % |
|---|---|---|
| after floorplan | 0.0000542 | - |
| after global placement | 0.000106 | 20.6 |
| after detailed placement | 0.000107 | 20.6 |
| after CTS | 0.000107 | 20.7 |
| after global routing | 0.000120 | 21.3 |
| final | 0.000107 | 21.3 |
## synthesized netlist by cell type (all sizes together) (2+ instances only)
cell type / number
inv: 17
ha: 15
fa: 4
mux4: 4
nand3: 4
o21ai: 4
a211oi: 3
a21oi: 3
nor3: 3
a31oi: 2
buf: 2
mux2i: 2
nor2: 2
xor2: 2
## critical path: cells and delay by family
kind | cells | cell delay, ps
fa+ha+maj | 1 | 330
compound gates | 3 | 460
simple gates | 1 | 570
buf+inv | 3 | 1010
## layout make-up
class,count,area share [%]
multi-input cells,59,59.0
repair buffers,34,27.2
well taps,70,8.00
inverters,17,5.83
## timing repair
action	4_1_cts	5_1_grt
endpoints found under the setup margin	3	2
pin swaps	1	1
hold buffers	0	0
resized	4	5
setup buffers	0	1
## cell families (layout without fill, tap and decap cells)
kind of cell / count (synthesis) / count (layout)
buffers and inverters: 20 / 51
XOR/XNOR: 2 / 2
AND-OR/OR-AND: 18 / 18
multiplexers: 7 / 7
AND/OR/NAND/NOR: 13 / 13
adder cells (fa/ha/maj): 19 / 19
## routing by layer
metal  wire (um)  GRT usage [%]
met1         891           5.76
met2         882           7.59
met3         184           1.70
met4           0              0
met5           0              0
## how the worst max path moves through the flow
stage / startpoint / depth (start not counted) / endpoint
CTS: B[2] / 8 / F[2]
global route: B[2] / 8 / F[0]
finish: A[2] / 8 / F[0]
## power groups by stage
stage     registers (W)  logic (W)  clock network, W
6_report              0   0.000107                 0
5_1_grt               0   0.000120                 0
4_1_cts               0   0.000107                 0
Power figures rest on the tool's default switching activity, not on a simulated workload.
